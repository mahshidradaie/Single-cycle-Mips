--- /design/flow/run.sh ---
#!/bin/bash
# OpenROAD 26Q1-2900-gdf79404cd8, Yosys 0.63+post, stock flow scripts
make -C /OpenROAD-flow-scripts/flow DESIGN_CONFIG=/design/flow/config.mk WORK_HOME=/design/flow/orfs finish
--- /design/flow/config.mk ---
export PLATFORM = sky130hd
export DESIGN_NAME = reg_file
export DESIGN_NICKNAME = reg_file
export VERILOG_FILES = /design/flow/design.v
export SDC_FILE = /design/flow/constraint.sdc
export NUM_CORES = 4
export LEC_CHECK = 1
export CORE_UTILIZATION = 30
--- /design/flow/constraint.sdc ---
current_design reg_file

set clk_period 12.2
set clk_io_pct 0.2

create_clock -name clk0 -period $clk_period [get_ports {clk}]

set non_clock_inputs [all_inputs -no_clocks]
set_input_delay [expr $clk_period * $clk_io_pct] -clock clk0 $non_clock_inputs
set_output_delay [expr $clk_period * $clk_io_pct] -clock clk0 [all_outputs]
--- /design/flow/design.v ---
`timescale 1ns/1ns
module async_mem(
   input clk,
   input write,
   input [31:0] address,
   input [31:0] write_data,
   output [31:0] read_data
);
   reg [31:0] mem_data [0:1023];
   assign read_data = mem_data[ address[11:2] ];
   always @( posedge clk )
      if ( write )
         mem_data[ address[11:2] ] <= write_data;
endmodule
module reg_file(
	input  clk,
	input  write,
	input  [ 4:0] WR,
	input  [31:0] WD,
	input  [ 4:0] RR1,
	input  [ 4:0] RR2,
	output [31:0] RD1,
	output [31:0] RD2
	);
	reg [31:0] reg_data [0:31];
	assign RD1 = reg_data[RR1];
	assign RD2 = reg_data[RR2];
	always @(posedge clk) begin
		if(write) begin
			reg_data[WR] <= WD;
		end
		reg_data[0] <= 32'h00000000;
	end
endmodule
==> out/qor.csv <==
stage,metric,value,unit
outcome,status,completed,
finish,drive_gt1_share,28.87,%
global_route,grt_max_degree,94,
final_timing,max_slew_margin,36.89,%
critical_path,cp-start-kind,primary input,
global_route,grt-ovfl-total,0,
final_timing,finalHoldViolations,0,
final_timing,finalSetupViolations,0,
critical_path,worst_path_most_repeated_cell,buf_4,
drt,wire_per_inst,30.63,µm
critical_path,crit_path_cell_trace,"buf_8, buf_4, buf_4, mux4_2, nand2_1, and3_1, o31ai_1, clkdlybuf4s50_1",
logic_synthesis,synth-edff-count,992,
cts,cts_max_level,3,
cts,hold_buffers,0,
finish,reg_top3,reg_data x992,
critical_path,end_kind,primary output,
logic_synthesis,syn_avg_cell_area,18.84,µm²
cts,path_clk_slew,0.06,ns
pwr,total_power,7.448,mW
final_timing,tightest_slew,0.9387,ns
drt,drc,0,
logic_synthesis,ys_seq_share,64.62,%
pwr,leakage,16.77,nW
pwr,pwr-share-clk,39.6,%
pwr,internal_power,5.737,mW
critical_path,path_buffers,4,
drt,vias,26330,
global_route,grt_pass1_vias,29420,
flow_run,warnings,25,
placement,gp_congestion,0.8812,
finish,register_area,29790,µm²
die,fp.dieH,394.0,µm
final_timing,min_period_over_period,70.96,%
cts,clockBufferDepth,3,
critical_path,cp.depth,8,
cts,cts_setup_buffers,0,
global_route,antenna_found_initial,10,
placement,io_buffers,112,
final_timing,fin_setup_tns,0,ns
final_timing,min_period,8.657,ns
pwr,peakVddDrop,0.0001068,V
drt,wl,143.2,mm
cts,numCtsBuffers,96,
finish,largest_reg_flops,992,
finish,synthToLayoutAreaGrowth,15.08,%
die,initCoreUtil,30.27,%
critical_path,crit_family,buffers and inverters,
critical_path,cpPeakStageDelay,0.79,ns
logic_synthesis,synthDistinctLibCells,26,
logic_synthesis,synth-seq-cells,992,
drt,drtIter0Drc,1769,
die,ios,113,
logic_synthesis,ys_cells,2447,
die,dieWidth,394.0,µm
pwr,power_per_cell_area,140.4,nW/µm²
logic_synthesis,yosys_area,46100,µm²
logic_synthesis,ff_type,edfxtp_1,
logic_synthesis,syn_area,46100,µm²
drt,first_pass_iters,7,
critical_path,crit_required,9.76,ns
global_route,grt_pass1_wl,207.0,mm
cts,cts_tree,done,
die,core,152300,µm²
placement,dp.final_hpwl,81.95,mm
critical_path,path_max_fanout,54,
logic_synthesis,ys_warn_count,1,
finish,combGateArea,15560,µm²
placement,dpl_cell_area,49990,µm²
finish,fillers,13930,
die,num_rows,143,
logic_synthesis,async_flop_share,0,%
pwr,pwr-share-seq,51.1,%
drt,postRouteAntennaNets,0,
cts,cts_sinks,992,
cts,cts_root_buf,clkbuf_16,
drt,viasPerCell,5.633,
flow_run,max_cap_violations,0,
finish,fin_area,53050,µm²
final_timing,grt_setup_unrepaired,false,
min_path,min_path_type,primary input to flop,
finish,top_register,reg_data,
min_path,hold_depth,2,
global_route,grt.total_usage,19.81,%
critical_path,cp_slowest_cell,o31ai_1,
pwr,combPwrFrac,9.3,%
final_timing,fmax,115.5,MHz
final_timing,drv_slew,0,
logic_synthesis,synth_cells,2447,
critical_path,critical_path_class,primary input to primary output,
critical_path,worstPathArrival,6.22,ns
pwr,netSwitchingFraction,22.96,%
cts,cts_resized,0,
pwr,switchingPower,1.710,mW
die,die-area,155200,µm²
area by class of cell:
cell class,count,share of cell area [%]
Inverter,2,0.01651
Antenna cell,2,0.009434
Clock buffer,113,4.689
Multi-Input combinational cell,1242,29.33
Timing Repair Buffer,234,3.939
Tap cell,2030,4.788
Sequential cell,992,56.15
Clock inverter,60,1.071
worst paths after layout:
path | startpoint | end | slack (ns)
max | RR2[1] | RD2[2] | 3.54
min | WD[7] | reg_data[13][7] | 2.55
metrics by stage:
| stage | hold WS, ns | utilization (%) | setup WS [ns] | std cells |
|---|---|---|---|---|
| 6_report | 2.552 | 34.84 | 3.543 | 4675 |
| 3_5_place_dp | 3.279 | 32.83 | 3.517 | 4500 |
| 3_3_place_gp | 3.277 | 32.83 | 3.530 | 4500 |
| 2_1_floorplan | 2.539 | - | 5.826 | 2447 |
| 5_1_grt | 2.557 | 34.84 | 3.266 | 4673 |
| 4_1_cts | 2.511 | 34.84 | 3.504 | 4673 |
power by group through the flow:
stage	Sequential (mW)	Combinational, mW	Clock [mW]
finish	3.81	0.693	2.95
global route	3.81	0.735	3.12
CTS	3.81	0.697	3.00
placed cells by master, fill, tap and decap left out, types with 33 or more instances in the layout:
master / instances
buf_4: 123
mux4_2: 384
clkbuf_16: 97
nor2_4: 33
o21ai_1: 64
mux2_2: 64
o22ai_1: 64
a211oi_1: 64
clkdlybuf4s50_1: 102
o31ai_1: 64
nand2_1: 65
mux2i_1: 160
edfxtp_1: 992
a22o_1: 192
Yosys cell counts, types with 2 or more instances:
cell type	n	area [µm²]
and3_1	32	200.2
a22o_1	192	1682
edfxtp_1	992	29790
o22ai_1	64	400.4
a211oi_1	64	480.5
buf_4	24	180.2
buf_1	10	37.54
or3b_2	3	26.28
o31ai_1	64	480.5
nand3b_1	5	37.54
o21ai_1	64	320.3
mux2_2	64	720.7
nor2_1	34	127.6
nor2b_1	6	37.54
and2_1	34	212.7
buf_6	14	157.7
nand2_1	67	251.5
nand3_1	2	10.01
mux2i_1	160	1602
buf_2	46	230.2
nand2b_1	2	12.51
clkbuf_1	117	439.2
mux4_2	384	8648
kinds of logic after synthesis:
group | synth area share, %
buffers and inverters | 2.283
AND/OR/NAND/NOR | 2.000
flip-flops | 64.62
multiplexers | 23.80
AND-OR/OR-AND | 7.296
routing by layer:
| metal | GRT usage [%] | routed length (µm) | vias up |
|---|---|---|---|
| met2 | 30.42 | 68680 | 1826 |
| li1 | - | - | 10780 |
| met3 | 13.95 | 22810 | 306 |
| met5 | 1.478 | 210 | - |
| met4 | 6.108 | 5672 | 20 |
| met1 | 21.85 | 45820 | 13400 |
No activity file was given, so power comes from the tool's default toggle rates.
